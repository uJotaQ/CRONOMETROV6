$ cat design/flow/config.mk
export PLATFORM = sky130hd
export DESIGN_NAME = main
export DESIGN_NICKNAME = main
export VERILOG_FILES = /design/flow/design.v
export SDC_FILE = /design/flow/constraint.sdc
export NUM_CORES = 4
export LEC_CHECK = 1
export CORE_UTILIZATION = 40
$ cat design/flow/constraint.sdc
current_design main

set clk_period 1.0
set clk_io_pct 0.2

create_clock -name clk0 -period $clk_period [get_ports {CLK}]

set non_clock_inputs [all_inputs -no_clocks]
set_input_delay [expr $clk_period * $clk_io_pct] -clock clk0 $non_clock_inputs
set_output_delay [expr $clk_period * $clk_io_pct] -clock clk0 [all_outputs]
$ cat design/flow/design.v
module delay (
    input clk,
    output Q_out
);
    wire Q_F0, Q_F1, Q_F2, Q_F3, Q_F4, Q_F5;
    dFlipFlop F0 (
        .d(Q_F0),
        .rstn(1'b0),
        .clk(clk),
		  .set(1'b0),
        .q(),
        .q_(Q_F0)
    );
    dFlipFlop F1 (
        .d(Q_F1),
        .rstn(1'b0),
        .clk(Q_F0),
		  .set(1'b0),
        .q(),
        .q_(Q_F1)
    );
    dFlipFlop F2 (
        .d(Q_F2),
        .rstn(1'b0),
        .clk(Q_F1),
		  .set(1'b0),
        .q(),
        .q_(Q_F2)
    );
    dFlipFlop F3 (
        .d(Q_F3),
        .rstn(1'b0),
        .clk(Q_F2),
		  .set(1'b0),
        .q(),
        .q_(Q_F3)
    );
    dFlipFlop F4 (
        .d(Q_F4),
        .rstn(1'b0),
        .clk(Q_F3),
		  .set(1'b0),
        .q(),
        .q_(Q_F4)
    );
    dFlipFlop F5 (
        .d(Q_F5),
        .rstn(1'b0),
        .clk(Q_F4),
		  .set(1'b0),
        .q(Q_out),
        .q_(Q_F5)
    );
endmodule
module Levl_to_pulse(L, CLK,P);
	input L, CLK;
	output P;
	wire w1, w2, w3, QF0, QF1;
	and(w1, QF0, L);
	dFlipFlop F0 (
        .d(L),
        .rstn(1'b0),
        .clk(CLK),
		  .set(1'b0),
        .q(QF0),
        .q_()
    );
	 dFlipFlop F1 (
        .d(w1),
        .rstn(1'b0),
        .clk(CLK),
		  .set(1'b0),
        .q(),
        .q_(QF1)
    );
	 and(P, QF1, QF0);
endmodule
module dFlipFlop (input d,  
		input rstn,  
		input clk,
		input set,
		output reg q,
		output q_);
	assign q_ = !q;
	always @ (posedge clk or posedge set or posedge rstn) begin
		if (set)
			q <= 1;
		else if (rstn)
			q <= 0;
		else
			q <= d;
		end
endmodule
module duzen_min (CLK_IN, P, H, M, L, A, G, adm, bdm, cdm, ddm, edm, fdm, gdm);
	input CLK_IN, P, H, M, L, A, G;
	output adm, bdm, cdm, ddm, edm, fdm, gdm;
	wire SET0, SET1, RST0, RST1;
	duzen_min_set_reset dmsr(P, H, M, L, A, G, SET0, SET1, RST0, RST1);
	and(w1, 1);
	tFlipFlop TFF1(.clear(RST0), .CLK(CLK_IN), .T(w1), .Q(Q1), .Q_(), .SET(SET0));
	tFlipFlop TFF2(.clear(RST1), .CLK(Q1), .T(w1), .Q(Q2), .Q_(), .SET(SET1));
	wire Q1, Q2, w1;
	and(adm, !Q1, Q2);
	and(bdm, !Q2);
	and(cdm, Q1, !Q2);
	and(ddm, !Q1, Q2);
	and(edm, Q2);
	or(fdm, Q2, Q1);
	and(gdm, !Q1);
endmodule
module duzen_min_set_reset(P, H, M, L, A, G, SET0, SET1, RST0, RST1);
	input P, H, M, L, A, G;
	output SET0, SET1, RST0, RST1;
	wire SETQ0, RSTQ0, SETQ1, RSTQ1;
	wire and1, and2;
	and(and1, !M, !A);
	and(and2, M, !G);
	or(SETQ0, and1, and2, H);
	and(SET0, SETQ0, P);
	wire and3, and4;
	and(and3, !M, !G);
	and(and4, !H, M, !A);
	and(RSTQ0, and3, and4);
	and(RST0, RSTQ0, P);
	and(SETQ1, M, !A);
	and(SET1, SETQ1, P);
	or(RSTQ1, !M, !G);
	and(RST1, RSTQ1, P);
endmodule
module duzen_sec(CLK_IN, CLK_OUT, P, ADS, BDS, CDS, DDS, EDS, FDS, GDS);
	input CLK_IN, P;
	output CLK_OUT, ADS, BDS, CDS, DDS, EDS, FDS, GDS;
	wire Q1, Q2, Q3, RST_CLK, RST_CLK1;
	and(w1, 1);
	and(RST_CLK, Q1, Q2, Q3);
	or(RST_CLK1, P, RST_CLK);
	and(CLK_OUT, Q1, Q2, Q3);
	tFlipFlop TFF1(.clear(P), .CLK(CLK_IN), .T(w1), .Q(Q1), .Q_(), .SET());
	tFlipFlop TFF2(.clear(RST_CLK1), .CLK(Q1), .T(w1), .Q(Q2), .Q_(), .SET());
	tFlipFlop TFF3(.clear(P), .CLK(Q2), .T(w1), .Q(Q3), .Q_(), .SET());
	wire w1, a1, a2, d1, d2, e1, e2, e3, f1, f2, g1, g2;
	and(a1, Q1, !Q2, !Q3);
	and(a2, !Q1, !Q2, Q3);
	or(ADS, a1, a2);
	and(BDS, Q1, !Q2, Q3);
	and(CDS, !Q1, Q2, !Q3);
	and(d1, Q1, !Q2, !Q3);
	and(d2, !Q1, !Q2, Q3);
	or(DDS, d1, d2);
	or(e1, !Q2, !Q3);
	and(e2, Q1, e1);
	and(e3, !Q1, !Q2, Q3);
	or(EDS, e2, e3);
	and(f1, Q1, !Q3);
	and(f2, !Q1, Q2, !Q3);
	or(FDS, f1, f2);
	and(g1, !Q1, !Q2, !Q3);
	and(g2, Q1, !Q2, !Q3);
	or(GDS, g1, g2);
endmodule
module frequency_divisor(CLK, CLK_OUT, S7);
	input CLK;
	output CLK_OUT, S7;
	wire Q_F0, Q_F1, wire1, wire2, CLK_OUT1, CLK_OUT2, CLK_OUT3, CLK_OUT4, CLK_OUT5;
	delay DL1(CLK, CLK_OUT1);
	delay DL2(CLK_OUT1, CLK_OUT2);
	delay DL3(CLK_OUT2, CLK_OUT3);
	and(S7, CLK_OUT2);
	delay DL4(CLK_OUT3, CLK_OUT4);
	dFlipFlop F0 (
        .d(Q_F0),
        .rstn(1'b0),
        .clk(CLK_OUT4),
		  .set(1'b0),
        .q(),
        .q_(Q_F0)
    );
    dFlipFlop F1 (
        .d(Q_F1),
        .rstn(1'b0),
        .clk(Q_F0),
		  .set(1'b0),
        .q(CLK_OUT5),
        .q_(Q_F1)
    );
	 and(CLK_OUT, Q_F1, Q_F0);
endmodule
module main(CLK, H, M, L, A, G, D1, D2, D3, D4, A7, B7, C7, D7, E7, F7, G7);
	input CLK, H, M, L, G, A;
	output A7, B7, C7, D7, E7, F7, G7, D1, D2, D3, D4;
	wire clk_divided, S7;
	wire AUS, BUS, CUS, DUS, EUS, FUS, GUS;
	wire ADS, BDS, CDS, DDS, EDS, FDS, GDS;
	wire AUM, BUM, CUM, DUM, EUM, FUM, GUM;
	wire ADM, BDM, CDM, DDM, EDM, FDM, GDM;
	wire AUS7, BUS7, CUS7, DUS7, EUS7, FUS7, GUS7;
	wire ADS7, BDS7, CDS7, DDS7, EDS7, FDS7, GDS7;
	wire AUM7, BUM7, CUM7, DUM7, EUM7, FUM7, GUM7;
	wire ADM7, BDM7, CDM7, DDM7, EDM7, FDM7, GDM7;
	wire wireclk, RST, Q1, Q2, Q1_, Q2_, D1_, D2_, D3_, D4_;
	wire CLK_OUT1, CLK_OUT2, CLK_OUT3;
	wire P, PH, PM, PL, PA, PG, Pn, Pi, h, m, l;
	and(h, H, M, L);
	and(m, !H, M, L);
	and(l, !H, !M, L);
	Levl_to_pulse LVLH(h, CLK, PH);
	Levl_to_pulse LVLM(m, CLK, PM);
	Levl_to_pulse LVLL(l, CLK, PL);
	Levl_to_pulse LVLG(G, CLK, PG);
	Levl_to_pulse LVLA(A, CLK, PA);
	or(P, PH, PM, PL, PG, PA);
	dFlipFlop DFF1(Q1_, RST, S7,(1'b0), Q1, Q1_);
	dFlipFlop DFF2(Q2_, RST, Q1_,(1'b0), Q2, Q2_);
	and(D1_, Q1_, Q2_);
	and(D2_, Q1, Q2_);
	and(D3_, Q2, Q1_);
	and(D4_, Q2, Q1);
	not(D1, D1_);
	not(D2, D2_);
	not(D3, D3_);
	not(D4, D4_);
	frequency_divisor FD(CLK, clk_divided, S7);
	unit_sec us(clk_divided, CLK_OUT1, P, G, A, AUS, BUS, CUS, DUS, EUS, FUS, GUS);
	and(AUS7, D4_, AUS);
	and(BUS7, D4_, BUS);
	and(CUS7, D4_, CUS);
	and(DUS7, D4_, DUS);
	and(EUS7, D4_, EUS);
	and(FUS7, D4_, FUS);
	and(GUS7, D4_, GUS);
	duzen_sec ds(CLK_OUT1, CLK_OUT2, P, ADS, BDS, CDS, DDS, EDS, FDS, GDS);
	and(ADS7, D3_, ADS);
	and(BDS7, D3_, BDS);
	and(CDS7, D3_, CDS);
	and(DDS7, D3_, DDS);
	and(EDS7, D3_, EDS);
	and(FDS7, D3_, FDS);
	and(GDS7, D3_, GDS);
	unit_min um(CLK_OUT2, CLK_OUT3, P, H, M, L, A, G, AUM, BUM, CUM, DUM, EUM, FUM, GUM);
	and(AUM7, D2_, AUM);
	and(BUM7, D2_, BUM);
	and(CUM7, D2_, CUM);
	and(DUM7, D2_, DUM);
	and(EUM7, D2_, EUM);
	and(FUM7, D2_, FUM);
	and(GUM7, D2_, GUM);
	duzen_min du(CLK_OUT3, P, H, M, L, A, G, ADM, BDM, CDM, DDM, EDM, FDM, GDM);
	and(ADM7, D1_, ADM);
	and(BDM7, D1_, BDM);
	and(CDM7, D1_, CDM);
	and(DDM7, D1_, DDM);
	and(EDM7, D1_, EDM);
	and(FDM7, D1_, FDM);
	and(GDM7, D1_, GDM);
	or(A7, AUS7, ADS7, AUM7, ADM7);
	or(B7, BUS7, BDS7, BUM7, BDM7);
	or(C7, CUS7, CDS7, CUM7, CDM7);
	or(D7, DUS7, DDS7, DUM7, DDM7);
	or(E7, EUS7, EDS7, EUM7, EDM7);
	or(F7, FUS7, FDS7, FUM7, FDM7);
	or(G7, GUS7, GDS7, GUM7, GDM7);
endmodule
module tFlipFlop(clear, CLK, T, Q, Q_, SET);
input clear, CLK, T, SET;
output reg Q;
output Q_;
assign Q_ = !Q;
always @(posedge CLK or posedge clear or posedge SET) begin
if (clear) begin
Q <= 0;
end else if (SET) begin
Q <= 1;
end else if (T) begin
Q <= ~Q;
end
end
endmodule
module unit_min(CLK, CLK_OUT, P, H, M, L, A, G, aus, bus, cus, dus, eus, fus, gus);
	input CLK, P, H, M, L, A, G;
	output CLK_OUT, aus, bus, cus, dus, eus, fus, gus;
	wire Q1, Q2, Q3, Q4, RST_CLK, SET0, SET1, SET2, SET3, RST0, RST1, RST2, RST3;
	unit_min_set_reset umsr(P, H, M, L, A, G, SET0, SET1, SET2, SET3, RST0, RST1, RST2, RST3);
	or(w1, 1);
	wire w1, RST_1, RST_2, A1, A2, B1, B2, D1, D2, D3, E1, F1, F2, F3, G1, G2;
	and(RST_CLK, Q1, Q2, Q3, Q4);
	or(RST_1, RST_CLK, RST1);
	or(RST_2, RST_CLK, RST2);
	and(CLK_OUT, Q1, Q2, Q3, Q4);
	tFlipFlop TFF1(.clear(RST0), .CLK(CLK), .T(w1), .Q(Q1), .Q_(), .SET(SET0));
	tFlipFlop TFF2(.clear(RST_1), .CLK(Q1), .T(w1), .Q(Q2), .Q_(), .SET(SET1));
	tFlipFlop TFF3(.clear(RST_2), .CLK(Q2), .T(w1), .Q(Q3), .Q_(), .SET(SET2));
	tFlipFlop TFF4(.clear(RST3), .CLK(Q3), .T(w1), .Q(Q4), .Q_(), .SET(SET3));
	and(A1, !Q2, !Q1, !Q3, Q4);
	and(A2, Q2, !Q3, !Q4);
	or(aus, A1, A2);
	and(B1, Q2, !Q3, Q4);
	and(B2, Q2, Q3, !Q4);
	or(bus, B1, B2);
	and(cus, !Q2, Q3, !Q4);
	and(D1, !Q2, !Q1, !Q3, Q4);
	and(D2, Q2, !Q3, Q4);
	and(D3, Q2, Q3, Q4);
	or(dus, D1, D2, D3);
	and(E1, Q2, !Q3);
	or(eus, E1, Q4);
	and(F1, !Q1, !Q2, Q4);
	and(F2, !Q2, Q3);
	and(F3, Q3, Q4);
	or(fus, F1, F2, F3);
	and(G1, !Q1, !Q2, !Q3);
	and(G2, Q2, Q3, Q4);
	or(gus, G1, G2);
endmodule
module unit_min_set_reset(P, H, M, L, A, G, SET0, SET1, SET2, SET3, RST0, RST1, RST2, RST3);
	input P, H, M, L, A, G;
	output SET0, SET1, SET2, SET3, RST0, RST1, RST2, RST3;
	wire SETQ0, RSTQ0, SETQ2, RSTQ2;
	wire and1, and2;
	and(and1, !G, !H);
	and(and2, H, !G);
	or(SETQ0, and1, and2);
	and(SET0, SETQ0, P);
	wire and3;
	and(and3, !H, M);
	or(RSTQ0, !A, and3);
	and(RST0, RSTQ0, P);
	and(SET1, P, 0);
	and(RST1, P, 1);
	wire and4, and5;
	and(and4, !M, !G);
	and(and5, H, !G);
	or(SETQ2, and4, and5);
	and(SET2, SETQ2, P);
	wire and6;
	and(and6, !H, M);
	or(RSTQ2, and6, !A);
	and(RST2, RSTQ2, P);
	and(SET3, P, 0);
	and(RST3, P, 1);
endmodule
module unit_sec(CLK, CLK_OUT, P, G, A, aus, bus, cus, dus, eus, fus, gus);
	input CLK, P, G, A;
	output CLK_OUT, aus, bus, cus, dus, eus, fus, gus;
	wire Q1, Q2, Q3, Q4, RST_CLK, w1, RST_CLK1, A1, A2, B1, B2, D1, D2, D3, E1, F1, F2, F3, G1, G2;
	or(w1, G, A);
	and(RST_CLK, Q1, Q2, Q3, Q4);
	or(RST_CLK1, P, RST_CLK);
	and(CLK_OUT, Q1, Q2, Q3, Q4);
	tFlipFlop TFF1(.clear(P), .CLK(CLK), .T(w1), .Q(Q1), .Q_(), .SET());
	tFlipFlop TFF2(.clear(RST_CLK1), .CLK(Q1), .T(w1), .Q(Q2), .Q_(), .SET());
	tFlipFlop TFF3(.clear(RST_CLK1), .CLK(Q2), .T(w1), .Q(Q3), .Q_(), .SET());
	tFlipFlop TFF4(.clear(P), .CLK(Q3), .T(w1), .Q(Q4), .Q_(), .SET());
	and(A1, !Q2, !Q1, !Q3, Q4);
	and(A2, Q2, !Q3, !Q4);
	or(aus, A1, A2);
	and(B1, Q2, !Q3, Q4);
	and(B2, Q2, Q3, !Q4);
	or(bus, B1, B2);
	and(cus, !Q2, Q3, !Q4);
	and(D1, !Q2, !Q1, !Q3, Q4);
	and(D2, Q2, !Q3, Q4);
	and(D3, Q2, Q3, Q4);
	or(dus, D1, D2, D3);
	and(E1, Q2, !Q3);
	or(eus, E1, Q4);
	and(F1, !Q1, !Q2, Q4);
	and(F2, !Q2, Q3);
	and(F3, Q3, Q4);
	or(fus, F1, F2, F3);
	and(G1, !Q1, !Q2, !Q3);
	and(G2, Q2, Q3, Q4);
	or(gus, G1, G2);
endmodule
$ cat design/flow/run.sh
#!/bin/bash
# OpenROAD 26Q1-2900-gdf79404cd8, Yosys 0.63+post, stock flow scripts
make -C /OpenROAD-flow-scripts/flow DESIGN_CONFIG=/design/flow/config.mk WORK_HOME=/design/flow/orfs finish
==> qor.yml <==
status: "complete, no violations"
n_antenna_cell: 0
worst_pin_slew_ps: 868
finalInstanceArea_um2: 1780
untimed_endpoints: 45
crit_end: "LVLH.F1.q"
cp_num_buf_inv: 1
drtIter0Drc: 23
utilization_pct: 48.3
cts_htree_levels: 1
crit_fanout: 4
ios: 17
cp-startpoint: "M"
die-area_um2: 4150
synth_seq_share_pct: 69.0
max_slew_margin_pct: 42.2
path_cells: "clkdlybuf4s50_1 -> and3_1 -> and2_1"
drive_gt1_share_pct: 8.39
dp_hpwl_mm: 1.51
syn_inst: 138
drtPass1Iterations: 4
wl_per_cell_um: 8.83
reg2reg_depth: 2
max_freq_mhz: 1140
finalPower_mw: 1.05
fin_crit_ps: 880
min_path_cells: 1
cp.required_ps: 1120
wl_mm: 1.79
grt_pass1_vias: 790
hp-class: "reg -> reg"
numSynthFlops: 49
synth_chip_area_um2: 1560
post_drt_via_cell_ratio: 4.01
critical_path.max_stage_delay_ps: 460
fp_util_pct: 42.3
die_h_um: 64.5
syn_area_um2: 1560
grt_first_pass_wirelength_mm: 3.29
cts_tree: "done"
dp_cells: 199
cp.depth: 3
grt_max_degree: 12
cts.clk_slew.worst_paths_ps: 50
worstReg2RegStart: "LVLM.F0.q"
rsz0062_at_grt: "false"
placed_cell_area_um2: 1740
grt_usage_pct: 10.5
num_rows: 22
port_buffers: 12
num_vias: 814
maxCapViolations: 0
fin_crit_sh_pct: 88.0
critPathCaptureType: "flip-flop"
cpLargestDelayFamily: "buffers and inverters"
core_area_um2: 3690
cp-start-kind: "input pin"
cts_buffers: 3
cts_hold_repair.buffers: 0
clk_path_buf_depth: 2
reg2reg_slack_ps: 410
cts.repair_timing.setup_buffer_count: 0
unclocked_pins: 38
hold_viol: 0
crit_slowest_cell: "clkdlybuf4s50_1"
skew_ps: 0.0880
drv_slew: 0
gr-total-overflow: 0
worst-setup-path-type: "in -> reg"
leakage_nw: 0.742
clock_latency_ps: 230
ant_nets: 0
r2r_end: "LVLM.F1.q"
fillers: 344
drc: 0
area_growth_pct: 14.1
cts-root-buf: "clkbuf_8"
synth.distinct_cells: 30
antenna_found_initial: 0
gp_congestion: 0.742
power_density_nw_per_um2: 588
fin_cells: 203
ir_drop_v: 0.000576
die_w_um: 64.5
yosysWarnings: 18
crit_arrival_ps: 1000
cts_resized: 0
setup_viol: 0
tool_warnings: 25
yosysCellCount: 138
avgSynthCellArea_um2: 11.3
## metrics by stage
stage,TNS (ps),setup WS (ps),hold slack (ps)
after floorplan,0,373,228
after global placement,-205,-101,362
after detailed placement,-286,-127,368
after CTS,0,116,382
after global routing,0,42.3,401
final,0,120,382
## placed cells by master (no fill, tap or decap), types with 2 or more instances in the layout
cell | Yosys | routed
nand2b_1 | 2 | 2
nor2_1 | 5 | 5
buf_4 | 6 | 6
clkbuf_8 | 0 | 3
xnor2_1 | 4 | 4
nand2_1 | 3 | 3
and2_1 | 3 | 3
nor2b_1 | 2 | 2
o22ai_1 | 2 | 2
clkdlybuf4s50_1 | 0 | 12
conb_1 | 2 | 5
o21ai_0 | 3 | 3
nor3_1 | 5 | 5
dfrtp_1 | 9 | 9
dfxtp_1 | 36 | 36
inv_1 | 37 | 37
dfbbp_1 | 4 | 4
## worst min path at each step
stage	startpoint	endpoint	slack, ps
after global routing	FD.DL1.F0.q	FD.DL1.F0.q	400
after CTS	FD.DL1.F0.q	FD.DL1.F0.q	380
final	FD.DL1.F0.q	FD.DL1.F0.q	380
## metal layers
| metal | wire [um] | up-vias | track usage (%) |
|---|---|---|---|
| li1 | - | 437 | - |
| met1 | 975 | 360 | 17.4 |
| met2 | 723 | 17 | 15.4 |
| met3 | 94 | 0 | 2.86 |
| met4 | 0 | 0 | 0.556 |
| met5 | 0 | - | 0 |
## Yosys cell counts
cell type	count	area, um^2
dfrtp_1	9	225
o21ai_0	3	15.0
o21bai_1	1	7.51
and4_1	1	8.76
and2_1	3	18.8
and3_1	1	6.26
xnor2_1	4	35.0
inv_1	37	139
nor2b_1	2	12.5
dfxtp_1	36	721
buf_4	6	45.0
nor3b_1	1	7.51
o221ai_2	1	15.0
nor3_1	5	25.0
dfbbp_1	4	130
clkbuf_2	1	5.00
nand4_1	1	6.26
nand4b_1	1	8.76
nor2_4	1	11.3
nor2_1	5	18.8
conb_1	2	7.51
nand2_1	3	11.3
or2_2	1	6.26
nand3_1	1	5.00
o31ai_1	1	7.51
mux2i_1	1	10.0
buf_6	1	11.3
o2111ai_2	1	15.0
o22ai_1	2	12.5
nand2b_1	2	12.5
## area by class of cell
type	count	area [um^2]	share of cell area (%)
Clock buffer	4	45.0	2.53
Multi-Input combinational cell	47	295	16.6
Timing Repair Buffer	18	165	9.28
Sequential cell	49	1080	60.4
Tap cell	48	60.1	3.37
Inverter	37	139	7.80
## logic make-up after synthesis
family,Yosys count,share of synthesized area [%]
other cells,2,0.481
flops,49,69.0
mux,1,0.642
simple gates,28,10.2
compound gates,9,4.65
xor+xnor,4,2.25
buf+inv,45,12.8
## report_power, final
part	total (mW)	switching [mW]	internal [mW]
combinational	0.151	0.0832	0.0682
clock	0.425	0.147	0.278
sequential	0.470	0.00498	0.465
